==> ./design.v <==
`timescale 1ns / 1ps
module Mealy(input P1,clk,reset, output reg z);
parameter S0 = 0 , S1 = 1 , S2 = 2 , S3 = 3;
    reg [1:0] PS,NS ;
    always@(posedge clk or posedge reset)
        begin
            if(reset)
                PS <= S0;   
            else    
                PS <= NS ;
        end
     always@(*)
        begin 
        z = 0;
            case(PS)
            S0 : begin 
                if (P1)
                   NS = S1;
                else 
	               NS = S0;
                end
            S1 : begin
                if (P1)
                   NS = S2;
                else 
	               NS = S0;
                end
            S2 : begin 
                if (!P1)
                   NS = S3;
                else 
	               NS = S2;
                end
            S3 : begin 
                if (P1)
                    begin
                    NS = S1;
                    z = 1 ;
                    end
                else 
	                NS = S0;
            	end
            endcase
            end
endmodule
==> ./run.sh <==
#!/bin/bash
# OpenROAD 26Q1-2900-gdf79404cd8, Yosys 0.63+post, stock flow scripts
make -C /OpenROAD-flow-scripts/flow DESIGN_CONFIG=/design/flow/config.mk WORK_HOME=/design/flow/orfs finish
==> ./config.mk <==
export PLATFORM = sky130hd
export DESIGN_NAME = Mealy
export DESIGN_NICKNAME = Mealy
export VERILOG_FILES = /design/flow/design.v
export SDC_FILE = /design/flow/constraint.sdc
export NUM_CORES = 4
export LEC_CHECK = 1
export CORE_AREA = 10 10 70 70
export DIE_AREA = 0 0 80 80
==> ./constraint.sdc <==
current_design Mealy

set clk_period 1.4
set clk_io_pct 0.2

create_clock -name clk0 -period $clk_period [get_ports {clk}]

set non_clock_inputs [all_inputs -no_clocks]
set_input_delay [expr $clk_period * $clk_io_pct] -clock clk0 $non_clock_inputs
set_output_delay [expr $clk_period * $clk_io_pct] -clock clk0 [all_outputs]
==> results.cfg <==
; synthesis and place-and-route metrics
[place]
io_buffers = 3
dp.cells = 61
place_ws_ns = -0.215
routabilityCongestion = 0.622
placed_area_sq_um = 236

[critical_path]
cp-start-kind = flop
crit_type = reg -> out
critical_path.endpoint_type = output pin
required_ns = 1.12
crit_fanout = 3
arrival_ns = 1.00

[hold_path]
worst_hold_path_type = in -> async

[synth]
ys.flop_type = dfrtp_1
yosys_warnings = 1
top_cell_area_share = 0.531
yosys-top-cells-count = 3 x dfrtp_1, 2 x o21a_1
synth_cells = 11
async_flop_share = 1.00
edf_count = 0
syn_area_sq_um = 141
yosys_cells = 11
avgSynthCellArea_sq_um = 12.9
yosys.cell_count.top_type = dfrtp_1
postSynthSeqShare = 0.717
ys.flops = 4
synth.distinct_cells = 8
area_leaders = dfrtp_1 53%, dfstp_2 19%, o21a_1 11%
top_area_cell = dfrtp_1
ys_area_sq_um = 141

[finish]
area_delta_synth_final_pct = 84.1
drive_above_1_share = 0.263
top_regs = PS (4)
largest_reg_flops = 4
finish.utilization = 0.0762
final_cell_area_sq_um = 260
regMostFlops = PS
fin_cells = 65

[floorplanning]
die_h_um = 80
io-pin-count = 4
dieArea_sq_um = 6400
num_rows = 21
core_area_sq_um = 3420
initCoreUtil = 0.0414
die_x_um = 80

[global_routing]
grt_overflow_total = 0
grt_antenna_before_repair = 0
grt_pass1_wl_um = 545
grt_max_degree = 5
grt_pass1_vias = 129
grt_usage = 0.0118

[clock_network]
clockBufferDepth = 2
clock_sinks = 4
postCtsHoldBufs = 0
clock_latency_ns = 0.24
clockRootBuffer = clkbuf_4
h-tree-depth = 1
cts_buffers = 3
cts_tree = yes
path_clk_slew_ns = 0.04

[drt]
drt_iter0_markers = 0
via_per_inst = 1.63
routed_wl_um = 333
drc_errors = 0
drtAntennaViolNets = 0
avgRoutedWirePerCell_um = 5.12
antennaDiodeCount = 0
vias = 106
first_pass_iters = 1

[sta]
worstMarginPinSlew_ns = 0.194
setup_viol = 0
min_period_over_period = 0.914
fin_crit_ns = 1.28
hold_violations = 0
fmax_mhz = 782
fin_skew_ns = 0.00667
slew_headroom = 0.870
rsz0062_at_grt = no
finalSetupTns_ns = 0
setup_slack_ns = 0.121
maxSlewViolCount = 0

[power_and_ir_drop]
p_leak_nw = 0.108
vdd_drop_max_mv = 0.166
power_density_nw_per_um2 = 1200

[flow_run]
maxCapViolCount = 0
warning_count = 25

[outcome]
status = complete, no violations
power by group:
group          total, mW  switching [mW]  internal (mW)
clock              0.156          0.0493          0.107
combinational     0.0229         0.00946         0.0134
sequential         0.133         0.00514          0.128
total              0.312          0.0639          0.248
what timing repair did:
action	in CTS	in global routing
endpoints found under the hold margin	0	0
endpoints found under the setup margin	1	0
gates resized	2	0
buffers inserted	0	0
per-stage QoR:
step / total power [mW] / hold slack, ns
2_1_floorplan: 0.145 / 0.0454
3_3_place_gp: 0.157 / 0.454
3_5_place_dp: 0.159 / 0.473
4_1_cts: 0.324 / 0.213
5_1_grt: 0.341 / 0.215
6_report: 0.312 / 0.217
path summary, 6_finish.rpt:
path / startpoint / to / slack [ns] / depth (start not counted)
setup / recovery: PS[3]$_DFF_PP0_ / z / 0.12 / 2
hold / removal: reset / PS[1]$_DFF_PP0_ / 0.22 / 2
setup reg to reg: PS[2]$_DFF_PP0_ / PS[0]$_DFF_PP1_ / 0.66 / 2
hold reg to reg: PS[1]$_DFF_PP0_ / PS[1]$_DFF_PP0_ / 0.50 / 1
max in group asynchronous: reset / PS[0]$_DFF_PP1_ / 0.96 / 2
min in group clk0: P1 / PS[0]$_DFF_PP1_ / 0.43 / 3
routing by layer:
layer / track usage / routed length (um) / vias up
li1: - / - / 50
met1: 0.0114 / 150 / 51
met2: 0.0136 / 135 / 3
met3: 0.0136 / 41 / 2
met4: 0.00880 / 6 / 0
met5: 0 / 0 / -
cell usage in the layout, fill, tap and decap left out:
master | Yosys | routed
dfstp_2 | 1 | 1
dlygate4sd2_1 | 0 | 2
o21a_1 | 2 | 2
nor3_1 | 1 | 1
clkdlybuf4s50_1 | 0 | 1
inv_1 | 1 | 1
clkbuf_1 | 0 | 1
clkbuf_4 | 0 | 3
dfrtp_1 | 3 | 3
and2_1 | 1 | 1
nor2b_1 | 1 | 1
buf_4 | 0 | 1
nor2_1 | 1 | 1
critical path: stages, from the launching register on:
cell and delay, ns:
dfrtp_1 0.38, and2_1 0.15, dlygate4sd2_1 0.24
cell families after synthesis:
| kind of cell | after synthesis | synth area share |
|---|---|---|
| compound gates | 2 | 0.106 |
| simple gates | 4 | 0.150 |
| flops | 4 | 0.717 |
| buf+inv | 1 | 0.0265 |
layout make-up:
class | count | area (sq um)
clock buffer | 4 | 26.3
fill | 409 | 3160
inverter | 1 | 3.75
multi-input combinational | 6 | 36.3
sequential | 4 | 101
tap | 46 | 57.6
timing repair buffer | 4 | 35.0
Power figures rest on the tool's default switching activity, not on a simulated workload.
