`/design/flow/design.v`:
```
`timescale 1ns / 1ps
module Debouncer(input Raw, clk, output reg L);
    reg [4:0] counter;
    wire TC;
    always @(posedge clk)
    begin
        if(~Raw)
            counter <= 5'b00000;
        else
            counter <= counter + 5'b00001;
    end
    assign TC = (counter == 5'b11111);
    always @(posedge clk)
    begin
        if(~Raw)
            L <= 1'b0;
         else if(TC)
            L <= 1'b1;
    end
endmodule
```
`/design/flow/run.sh`:
```
#!/bin/bash
# OpenROAD 26Q1-2900-gdf79404cd8, Yosys 0.63+post, stock flow scripts
make -C /OpenROAD-flow-scripts/flow DESIGN_CONFIG=/design/flow/config.mk WORK_HOME=/design/flow/orfs finish
```
`/design/flow/config.mk`:
```
export PLATFORM = sky130hd
export DESIGN_NAME = Debouncer
export DESIGN_NICKNAME = Debouncer
export VERILOG_FILES = /design/flow/design.v
export SDC_FILE = /design/flow/constraint.sdc
export NUM_CORES = 4
export LEC_CHECK = 1
export CORE_AREA = 10 10 70 70
export DIE_AREA = 0 0 80 80
```
`/design/flow/constraint.sdc`:
```
current_design Debouncer

set clk_period 1.2
set clk_io_pct 0.2

create_clock -name clk0 -period $clk_period [get_ports {clk}]

set non_clock_inputs [all_inputs -no_clocks]
set_input_delay [expr $clk_period * $clk_io_pct] -clock clk0 $non_clock_inputs
set_output_delay [expr $clk_period * $clk_io_pct] -clock clk0 [all_outputs]
```
==> deck_impl_summary.md <==
Run Summary

Clocking
  – Master cell of the clock root buffer: sky130_fd_sc_hd__clkbuf_4
  – Number of buffers created by CTS: 3
  – Clk sink count: 6
  – CTS tree: built
  – Insertion delay of the later-clocked pin in the worst-skew pair: 0.24 ns
  – Max Root-Sink Buffers: 2
  – Clk slew on worst S/H paths: 0.04 ns
  – Hold buffer count at cts: 0
  – H-tree Lvls: 1

Routing
  – Routed vias/inst: 2.20
  – Routed Wire Length: 429 microns
  – DRC: 0
  – Iter 0 DRT Violations: 18
  – Remaining antenna violation count after routing: 0
  – Routed length per placed instance: 5.64 microns
  – Via count: 167
  – DRT Pass-1 Iters: 2

Worst setup path
  – Worst R2R Setup Slack: 0.04 ns
  – Reg-to-reg critical path startpoint: counter[1]
  – Startpoint Class: register
  – Critical Setup Path Class: register to register
  – Critical path data required time: 1.34 ns
  – Arrival @ worst endpoint: 1.29 ns
  – Worst-path maximum fanout: 2
  – Endpoint type of the worst setup path: register
  – Origin of the worst setup path: counter[1]

Synthesis
  – Number of unique standard cell types used by synthesis: 11
  – Mean instance size in the synthesized netlist: 11.5 sq um
  – Number of register bits inferred by synthesis: 6
  – Synthesized cell area: 219 sq um
  – Cell type with the largest total area: sky130_fd_sc_hd__dfxtp_1
  – Post-Syn Instances: 19
  – Post-synthesis cell count from yosys: 19
  – Total cell area reported by yosys after synthesis: 219 sq um
  – Main area contributors: sky130_fd_sc_hd__dfxtp_1 (55%), sky130_fd_sc_hd__ha_1 (11%), sky130_fd_sc_hd__and2_1 (8.6%), sky130_fd_sc_hd__mux2i_1 (4.6%), sky130_fd_sc_hd__xor2_1 (4.0%)
  – Proportion of netlist area held by the largest area contributor: 54.9%
  – Fraction of the yosys area taken by sequential cells: 54.9%
  – Tally of yosys warning messages: 1

Power and ir drop
  – Power density over cell area: 1150 nW/um^2
  – Relative contribution of sequential cells to total power: 51.8%
  – Maximum vdd ir drop: 0.260 mV
  – Switching power: 0.0000842 W
  – Portion of total power attributed to combinational logic: 6.0%
  – Static Leak: 0.140 nW
  – Switching share of power: 19.9%
  – Internal power: 0.000339 W
  – Share of total power in the clock network: 42.3%
  – Total Power: 0.000423 W

Floorplan
  – Width of the chip: 80 microns
  – DIE AREA: 6400 sq um
  – Die Ht: 80 microns
  – Fp_density: 6.41%
  – Placement row count: 21
  – # IOs: 3
  – Total core area: 3420 sq um

Global route
  – Gr usage total: 1.49%
  – GR Overflow Total: 0
  – Number of global-route vias before repair: 148
  – Global-route wire length before repair: 662 microns
  – Number of antenna violations at the first check in global routing: 1
  – Pin count of the biggest net entering global routing: 8

Final layout
  – Post-Layout Cell Count: 76
  – Total non-filler cell area in the finished layout: 367 sq um
  – Synthesis-to-finish area growth: 67.4%
  – Layout cells sized above 1: 40.0%
  – Core occupancy in the finished layout: 10.7%

STA
  – Share of the clock period used by the worst path: 96.4%
  – Number of endpoints failing setup at the final stage: 0
  – Final hold viol count: 0
  – Setup repair after global routing missed its margin: false
  – Upper clock frequency limit: 0.864 GHz
  – Final critical-path required period: 1.16 ns
  – Final Worst Setup Slack: 0.0427 ns
  – Largest clock skew in the final design: 0.00462 ns
  – Measured slew at the worst slew-check pin: 0.207 ns
  – Max Slew Vio Count: 0
  – Worst slew margin relative to its limit: 86.2%

Placed design
  – Tally of buffers added on design ports: 2
  – Number of cells after detailed placement: 68
  – Weighted congestion at the end of routability-driven global placement: 0.703
  – Worst setup timing slack at the placement stage: -0.00758 ns
  – Placed cell areas: 307 sq um
  – DPL Wire Length: 265 microns

Job
  – Tool warnings: 25
  – Count of max-cap constraint violations: 0

Hold path
  – Worst hold path startpoint: L
  – Type of the worst min-delay path: register to register

Status
  – Outcome: finished clean
layout make-up:
type / instances / area [sq um]
antenna: 5 / 12.5
clock buffer: 3 / 22.5
fill: 391 / 3050
multi-input combinational: 13 / 124
sequential: 6 / 124
tap: 46 / 57.6
timing repair buffer: 3 / 26.3
placed cells by master, fill, tap and decap left out:
cell type                         instances
sky130_fd_sc_hd__dfxtp_1                  3
sky130_fd_sc_hd__xor2_1                   1
sky130_fd_sc_hd__and2_1                   3
sky130_fd_sc_hd__buf_4                    1
sky130_fd_sc_hd__nand2_1                  1
sky130_fd_sc_hd__mux2i_1                  1
sky130_fd_sc_hd__dfxtp_2                  3
sky130_fd_sc_hd__dlygate4sd2_1            1
sky130_fd_sc_hd__clkdlybuf4s50_1          1
sky130_fd_sc_hd__nor2b_1                  1
sky130_fd_sc_hd__and3_2                   1
sky130_fd_sc_hd__o21a_1                   1
sky130_fd_sc_hd__ha_4                     2
sky130_fd_sc_hd__diode_2                  5
sky130_fd_sc_hd__nand3_1                  1
sky130_fd_sc_hd__clkbuf_4                 3
sky130_fd_sc_hd__nand2b_1                 1
synth_stat cells:
library cell,n
sky130_fd_sc_hd__nand2b_1,1
sky130_fd_sc_hd__o21a_1,1
sky130_fd_sc_hd__dfxtp_1,6
sky130_fd_sc_hd__and2_1,3
sky130_fd_sc_hd__mux2i_1,1
sky130_fd_sc_hd__xor2_1,1
sky130_fd_sc_hd__ha_1,2
sky130_fd_sc_hd__nand3_1,1
sky130_fd_sc_hd__nand2_1,1
sky130_fd_sc_hd__nor2b_1,1
sky130_fd_sc_hd__and3_2,1
path summary, 6_finish.rpt:
path | depth (start not counted) | to
hold reg to reg | 1 | L
hold / removal | 1 | L
setup reg to reg | 4 | counter[4]
setup / recovery | 4 | counter[4]
stage by stage:
stage | hold WS [ns] | setup TNS, ns
after floorplan | 0.357 | 0
after global placement | 0.448 | 0
after detailed placement | 0.461 | -0.00758
after CTS | 0.455 | 0
after global routing | 0.504 | 0
final | 0.473 | 0
per-layer routing:
layer	wire [microns]	GRT usage, %	part of all wire, %	vias up
li1	-	-	-	84
met1	180	1.47	42	76
met2	162	1.44	38	7
met3	85	2.50	20	0
met4	0	0.352	0	0
met5	0	0	0	-
registers in the layout, indices dropped and copies added, names as in the netlist:
name	cells
counter	5
L	1
cells by family after synthesis:
family	Yosys count	share of synthesized area, %
multiplexers	1	4.57
XOR/XNOR	1	4.00
AND/OR/NAND/NOR	8	21.7
adder cells (fa/ha/maj)	2	11.4
AND-OR/OR-AND	1	3.43
flip-flops	6	54.9
repair_timing:
action,in CTS,in global routing
endpoints found under the setup margin,2,1
buffers inserted,0,0
resized,4,2
pin swaps,1,0
critical path, stage by stage (launching register included):
cell	delay [ns]
sky130_fd_sc_hd__dfxtp_2	0.33
sky130_fd_sc_hd__ha_4	0.16
sky130_fd_sc_hd__and3_2	0.22
sky130_fd_sc_hd__ha_4	0.20
sky130_fd_sc_hd__and2_1	0.14
power by group through the flow:
stage / clock network [W] / registers (W) / logic, W
CTS: 0.000188 / 0.000218 / 0.0000246
global route: 0.000209 / 0.000219 / 0.0000287
finish: 0.000179 / 0.000219 / 0.0000252
No activity file was given, so power comes from the tool's default toggle rates.
